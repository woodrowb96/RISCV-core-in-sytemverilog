==> design.v <==
package package_project_typedefs;
	typedef enum logic [3:0] {  
		ALU_ADD      = 4'd0,
		ALU_SUB      = 4'd1,
		ALU_SHIFT_L  = 4'd2,
		ALU_SHIFT_RL = 4'd3,
		ALU_SHIFT_RA = 4'd11,
		ALU_SET_LT   = 4'd4,
		ALU_SET_LTU  = 4'd5,
		ALU_XOR      = 4'd6,
		ALU_OR       = 4'd7,
		ALU_AND      = 4'd8,
		ALU_PASS_A   = 4'd9,
		ALU_PASS_B   = 4'd10,
		ALU_PC_INC   = 4'd12}AluControl;
	typedef enum logic [2:0] {  
		I = 3'b000,	
		S = 3'b001,
		B = 3'b010,
		U = 3'b011,
		J = 3'b100,
		R = 3'b101}ImmGenControl;
	typedef enum logic [3:0] { 	 
		CACHE_NO_RD = 4'b0000,
		CACHE_B_RD  = 4'b0001,
		CACHE_H_RD  = 4'b0011,
		CACHE_W_RD  = 4'b0101,
		CACHE_BU_RD = 4'b1001,
		CACHE_HU_RD = 4'b1011}CacheRdControl;
	typedef enum logic [3:0]  { 	 
		CACHE_NO_WR = 4'b0000,
		CACHE_B_WR  = 4'b0001,
		CACHE_H_WR  = 4'b0011,
		CACHE_W_WR  = 4'b1111}CacheWrControl;
	typedef enum logic [3:0] {	 
		NO_JUMP_BRANCH = 4'd0,
		BRANCH_EQ      = 4'd1,
		BRANCH_NE      = 4'd2,
		BRANCH_LT      = 4'd3,
		BRANCH_LTU     = 4'd4,
		BRANCH_GE      = 4'd5,
		BRANCH_GEU     = 4'd6,
		JUMP_AL        = 4'd7,
		JUMP_ALR       = 4'd8}BranchControl;
	typedef enum logic [1:0] {	 
		NO_FWD     = 2'd0,
		EX_ID_FWD  = 2'd1,
		MEM_ID_FWD = 2'd2,
		WB_ID_FWD  = 2'd3}ForwardingControl;
	typedef enum logic [5:0] {  
		LB     = 6'd0,
		LH     = 6'd1,
		LW     = 6'd2,
		LBU    = 6'd3,
		LHU    = 6'd4,
		FENCE  = 6'd5,
		ADDI   = 6'd6,
		SLLI   = 6'd7,
		SLTI   = 6'd8,
		SLTIU  = 6'd9,
		XORI   = 6'd10,
		SRLI   = 6'd11,
		SRAI   = 6'd12,
		ORI    = 6'd13,
		ANDI   = 6'd14,
		AUIPC  = 6'd15,
		SB     = 6'd16,
		SH     = 6'd17,
		SW     = 6'd18,
		ADD    = 6'd19,
		SUB    = 6'd20,
		SLL    = 6'd21,
		SLT    = 6'd22,
		SLTU   = 6'd23,
		XOR    = 6'd24,
		SRL    = 6'd25,
		SRA    = 6'd26,
		OR     = 6'd27,
		AND    = 6'd28,
		LUI    = 6'd29,
		BEQ    = 6'd30,
		BNE    = 6'd31,
		BLT    = 6'd32,
		BGE    = 6'd33,
		BLTU   = 6'd34,
		BGEU   = 6'd35,
		JALR   = 6'd36,
		JAL    = 6'd37,
		ECALL  = 6'd38,
		EBREAK = 6'd39,
		ERROR  = 6'd40,
		NOP = 6'd41} RiscvInstructions;
	typedef enum logic [6:0] {  
		OP_LOAD       = 7'b0000011,
		OP_FENCE      = 7'b0001111,
		OP_COMP_IMM   = 7'b0010011,
		OP_AUIPC      = 7'b0010111,
		OP_STORE      = 7'b0100011,
		OP_COMP_REG   = 7'b0110011,
		OP_LUI        = 7'b0110111,
		OP_BRANCH     = 7'b1100011,
		OP_JALR       = 7'b1100111,
		OP_JAL        = 7'b1101111,
		OP_SYSTEM     = 7'b1110011}RiscvOpcodes;
	typedef struct {  
		logic [31:0] IF;  
		logic [31:0] ID;  
		logic [31:0] EX;  
		logic [31:0] MEM; 
		logic [31:0] WB;  
	} PipeLineSignal_32;   
	typedef struct {
		logic [4:0] IF;
		logic [4:0] ID;
		logic [4:0] EX;
		logic [4:0] MEM;
		logic [4:0] WB;
	} PipeLineSignal_5;  
	typedef struct {
		logic [1:0] IF;
		logic [1:0] ID;
		logic [1:0] EX;
		logic [1:0] MEM;
		logic [1:0] WB;
	} PipeLineSignal_2; 
	typedef struct {
		logic  IF;
		logic  ID;
		logic  EX;
		logic  MEM;
		logic  WB;
	} PipeLineSignal_1;  
	typedef struct {
		AluControl IF;
		AluControl ID;
		AluControl EX;
		AluControl MEM;
		AluControl WB;
	} PipeLineSignal_AluCntrl;   
	typedef struct {
		ImmGenControl IF;
		ImmGenControl ID;
		ImmGenControl EX;
		ImmGenControl MEM;
		ImmGenControl WB;
	} PipeLineSignal_ImmGenCntrl;  
	typedef struct {
		CacheRdControl IF;
		CacheRdControl ID;
		CacheRdControl EX;
		CacheRdControl MEM;
		CacheRdControl WB;
	} PipeLineSignal_CacheRdCntrl;
	typedef struct {
		CacheWrControl IF;
		CacheWrControl ID;
		CacheWrControl EX;
		CacheWrControl MEM;
		CacheWrControl WB;
	} PipeLineSignal_CacheWrCntrl;
	typedef struct {
		BranchControl IF;
		BranchControl ID;
		BranchControl EX;
		BranchControl MEM;
		BranchControl WB;
	} PipeLineSignal_BranchCntrl;
	typedef struct {
		RiscvInstructions IF;
		RiscvInstructions ID;
		RiscvInstructions EX;
		RiscvInstructions MEM;
		RiscvInstructions WB;
	} PipeLineSignal_RiscvInst;
	typedef struct {
		RiscvOpcodes IF;
		RiscvOpcodes ID;
		RiscvOpcodes EX;
		RiscvOpcodes MEM;
		RiscvOpcodes WB;	
	}PipeLineSignal_RiscvOpcodes;
	typedef struct {
		logic [31:0] ZERO;
		logic [31:0] ONE;
		logic [31:0] TWO;
		logic [31:0] THREE;
	}CachSubBlockSignal_32;
	typedef struct {
		logic [21:0] ZERO;
		logic [21:0] ONE;
		logic [21:0] TWO;
		logic [21:0] THREE;
	}CachSubBlockSignal_22;
	typedef struct {
		logic [7:0] ZERO;
		logic [7:0] ONE;
		logic [7:0] TWO;
		logic [7:0] THREE;
	}CachSubBlockSignal_8;
	typedef struct {
		logic  ZERO;
		logic  ONE;
		logic  TWO;
		logic THREE;
	}CachSubBlockSignal_1;
parameter M_LB     = {7'bx,10'bx,3'b000,5'bx,7'b0000011};
parameter M_LH     = {7'bx,10'bx,3'b001,5'bx,7'b0000011};
parameter M_LW     = {7'bx,10'bx,3'b010,5'bx,7'b0000011};
parameter M_LBU    = {7'bx,10'bx,3'b100,5'bx,7'b0000011};
parameter M_LHU    = {7'bx,10'bx,3'b101,5'bx,7'b0000011};
parameter M_FENCE  = {7'bx,10'bx,3'bx,5'bx,7'b0001111};
parameter M_ADDI   = {7'bx,10'bx,3'b000,5'bx,7'b0010011};
parameter M_SLLI   = {7'bx,10'bx,3'b001,5'bx,7'b0010011};
parameter M_SLTI   = {7'bx,10'bx,3'b010,5'bx,7'b0010011};
parameter M_SLTIU  = {7'bx,10'bx,3'b011,5'bx,7'b0010011};
parameter M_XORI   = {7'bx,10'bx,3'b100,5'bx,7'b0010011};
parameter M_SRLI   = {7'b0000000,10'bx,3'b101,5'bx,7'b0010011};
parameter M_SRAI   = {7'b0100000,10'bx,3'b101,5'bx,7'b0010011};
parameter M_ORI    = {7'bx,10'bx,3'b110,5'bx,7'b0010011};
parameter M_ANDI   = {7'bx,10'bx,3'b111,5'bx,7'b0010011};
parameter M_AUIPC  = {7'bx,10'bx,3'bx,5'bx,7'b0010111};
parameter M_SB     = {7'bx,10'bx,3'b000,5'bx,7'b0100011};
parameter M_SH     = {7'bx,10'bx,3'b001,5'bx,7'b0100011};
parameter M_SW     = {7'bx,10'bx,3'b010,5'bx,7'b0100011}; 
parameter M_ADD    = {7'b0000000,10'bx,3'b000,5'bx,7'b0110011};
parameter M_NOP    = {7'b0000000,10'd0,3'b000,5'd0,7'b0110011};
parameter M_SUB    = {7'b0100000,10'bx,3'b000,5'bx,7'b0110011};
parameter M_SLL    = {7'd0,10'bx,3'b001,5'bx,7'b0110011};
parameter M_SLT    = {7'b0,10'bx,3'b010,5'bx,7'b0110011};
parameter M_SLTU   = {7'd0,10'bx,3'b011,5'bx,7'b0110011};
parameter M_XOR    = {7'd0,10'bx,3'b100,5'bx,7'b0110011};
parameter M_SRL    = {7'b0000000,10'bx,3'b101,5'bx,7'b0110011};
parameter M_SRA    = {7'b0100000,10'bx,3'b101,5'bx,7'b0110011};
parameter M_OR     = {7'd0,10'bx,3'b110,5'bx,7'b0110011};
parameter M_AND    = {7'd0,10'bx,3'b111,5'bx,7'b0110011};
parameter M_LUI    = {7'bx,10'bx,3'bx,5'bx,7'b0110111};
parameter M_BEQ    = {7'bx,10'bx,3'b000,5'bx,7'b1100011};
parameter M_BNE    = {7'bx,10'bx,3'b001,5'bx,7'b1100011};
parameter M_BLT    = {7'bx,10'bx,3'b100,5'bx,7'b1100011};
parameter M_BGE    = {7'bx,10'bx,3'b101,5'bx,7'b1100011};
parameter M_BLTU   = {7'bx,10'bx,3'b110,5'bx,7'b1100011};
parameter M_BGEU   = {7'bx,10'bx,3'b111,5'bx,7'b1100011};
parameter M_JALR   = {7'bx,10'bx,3'd0,5'bx,7'b1100111};
parameter M_JAL    = {7'bx,10'bx,3'bx,5'bx,7'b1101111};
parameter M_EM_CALL= {7'b000000,10'bx,3'b000,5'bx,7'b1110011};
parameter M_EBREAK = {7'b000001,10'bx,3'b000,5'bx,7'b1110011};                             
endpackage
import package_project_typedefs::*;
module stage_write_back(
	input logic clk,
	input logic reset_n,
	input logic [31:0]  data_mem_rd_data,	
	input logic [31:0]  alu_result,	
	input logic [1:0] write_back_sel,
	input logic [31:0] pc,
	output logic [31:0]  write_back_data	
);
	always_comb begin
		case(write_back_sel)
			0:write_back_data = data_mem_rd_data;
			1:write_back_data = alu_result;
			2:write_back_data = pc + 31'd4;
			default:write_back_data =  'x;
		endcase	
	end
endmodule
==> run.sh <==
#!/bin/bash
# OpenROAD 26Q1-2900-gdf79404cd8, Yosys 0.63+post, stock flow scripts
make -C /OpenROAD-flow-scripts/flow DESIGN_CONFIG=/design/flow/config.mk WORK_HOME=/design/flow/orfs finish
==> config.mk <==
export PLATFORM = sky130hd
export DESIGN_NAME = stage_write_back
export DESIGN_NICKNAME = stage_write_back
export VERILOG_FILES = /design/flow/design.v
export SDC_FILE = /design/flow/constraint.sdc
export NUM_CORES = 4
export LEC_CHECK = 1
export CORE_AREA = 10 10 79 79
export DIE_AREA = 0 0 89 89
export SYNTH_HDL_FRONTEND = slang
==> constraint.sdc <==
current_design stage_write_back

set clk_period 6.6
set clk_io_pct 0.2

create_clock -name clk0 -period $clk_period

set non_clock_inputs [all_inputs -no_clocks]
set_input_delay [expr $clk_period * $clk_io_pct] -clock clk0 $non_clock_inputs
set_output_delay [expr $clk_period * $clk_io_pct] -clock clk0 [all_outputs]
==> results.yml <==
# flow metrics
worst_setup_path:
  crit_type: "primary input to primary output"
  critPathMaxFanout: 7
  cp-end-kind: "primary output"
  required_ns: 5.28
  start_kind: "primary input"
  arrival_ns: 3.83
power_and_ir_drop:
  p_per_area_nw_per_um2: 66.2
  ir_worst_vdd_mv: 0.0611
  p_leak_nw: 0.909
grt:
  grt_pass1_vias: 1874
  antenna_found_initial: 0
  grt_pass1_wl_um: 9630
  grt_overflow: 0
  grt_start_max_net_pins: 46
  grt_usage_pct: 14.9
final_layout:
  fin_util_pct: 55.2
  area_growth_pct: 108
  layout.area.comb_um2: 1160
  fillCellCount: 453
  clkbuf_count: 0
  ff_count: 0
  regArea_um2: 0
  drive_gt1_share_pct: 3.49
floorplanning:
  core_area_um2: 4660
  io_pins: 132
  chipArea_um2: 7920
  die_w_um: 89
  die_h_um: 89
  initCoreUtil_pct: 26.6
  fp-row-count: 25
logic_synthesis:
  synth_dominant_cell_count: "nand2_1"
  ys_area_um2: 1240
  top_cells_by_count: "nand2_1, a22oi_1, o21ai_0"
  syn-instance-count: 194
  area_leaders: "xnor2_1, a22oi_1, nand2_1"
  yosys.stat.seqShare_pct: 0
  yosysTopAreaCell: "xnor2_1"
  syn_avg_cell_area_um2: 6.38
  yosys_cells: 194
  top_area_share_pct: 14.1
  synth.distinct_cells: 37
  syn-cell-area_um2: 1240
  synth_warnings: 0
placed_design:
  dp_hpwl_um: 5270
  io_buffers: 130
  pre_cts_ws_ns: 1.49
  routabilityCongestion: 0.872
timing:
  worst_slack_ns: 1.45
  relSlewSlack_pct: 50.9
  slew_viol_final: 0
  finalSetupViolations: 0
  holdWs_ns: 3.54
  rsz0062_at_grt: "no"
  hold_viol_final: 0
  period_used_pct: 78.0
  fin_crit_ns: 5.15
  clock.fmax_mhz: 194
  setup_tns_ns: 0
  tightest_slew_ns: 0.737
detailed_routing:
  wl_per_cell_um: 16.8
  drcViolationCount: 0
  routed_wirelength_um: 6210
  ant_nets: 0
  dr.pass1.iters: 4
  drt_iter0_markers: 56
  via_count: 1847
  n_antenna_cell: 0
  via_per_inst: 5.01
clock_network:
  cts_setup_buffers: 0
  cts_resized: 0
  cts-hold-fix-buffers: 0
run:
  maxCapViolations: 0
  tool_warnings: 36
hold_path:
  hp-class: "primary input to primary output"
outcome:
  status: "complete, no violations"
==> stage by stage <==
stage,power (mW),instance area (um^2),cells
4_1_cts,0.173,2570,369
3_5_place_dp,0.172,2570,369
3_3_place_gp,0.172,2570,369
5_1_grt,0.187,2570,369
6_report,0.170,2570,369
2_1_floorplan,0.0493,1240,194
==> critical path, stage by stage <==
cell and delay [ns]:
clkdlybuf4s50_1 0.61, ha_1 0.33, and3_1 0.30, nand4_4 0.18
nor4_2 0.28, xnor2_1 0.10, o221ai_1 0.16, clkdlybuf4s50_1 0.55
==> cell families after synthesis <==
| kind of cell | share of synthesized area, % |
|---|---|
| AND/OR/NAND/NOR | 38.6 |
| AND-OR/OR-AND | 33.7 |
| buffers and inverters | 6.06 |
| adder cells (fa/ha/maj) | 3.03 |
| multiplexers | 0.909 |
| XOR/XNOR | 17.7 |
==> cells in the final DEF, fill, tap and decap left out <==
cell type        netlist  layout
xor2_1                 5       5
and3_1                 4       4
nor3_1                 7       7
nor3b_1                1       1
buf_4                  0       2
nor2b_1                1       1
a22oi_1               21      21
and4_2                 1       1
a21oi_1                5       5
inv_1                  7       7
o21ai_0               21      21
and2_1                 1       1
o22ai_1                1       1
nand4b_4               1       1
or2_2                  1       1
a211oi_1               1       1
nand2_1               35      35
nor4_2                 2       2
nand3_1                7       7
and4_1                 4       4
xnor2_1               20      20
mux2_2                 1       1
nor4_1                 3       3
o2bb2ai_1              1       1
o21a_1                 1       1
a221oi_1               1       1
nor4_4                 1       1
o221ai_1               4       4
nor2_1                 7       7
ha_1                   3       3
o21ai_1                3       3
nand4_1                7       7
a2bb2oi_1              2       2
clkdlybuf4s50_1        0     130
o31a_1                 1       1
nand4_4                1       1
o221ai_2               1       1
==> where the power goes <==
part	switching [mW]	internal [mW]	leakage (nW)
logic	0.0569	0.113	0.909
registers	0	0	0
clock network	0	0	0
total	0.0569	0.113	0.909
==> final timing paths <==
kind                 from  slack (ns)                   to  depth (start not counted)
max                 pc[2]        1.45  write_back_data[28]                          8
min   data_mem_rd_data[4]        3.54   write_back_data[4]                          4
==> per-layer routing <==
metal | global-route usage [%] | vias up | part of all wire [%]
li1 | - | 975 | -
met4 | 0 | 0 | 0
met2 | 25.9 | 55 | 50
met5 | 0 | - | 0
met3 | 4.04 | 0 | 9.2
met1 | 19.2 | 817 | 40
==> cell type report <==
cell class | instances | share of cell area [%]
Timing Repair Buffer | 132 | 51.1
Multi-Input combinational cell | 176 | 45.2
Tap cell | 54 | 2.63
Inverter | 7 | 1.02
Power figures rest on the tool's default switching activity, not on a simulated workload.
